File: design/flow/design.v
module FIFO #(parameter DATA_SIZE = 8 , parameter ADDR_SIZE = 6) 
(   
	input w_en, w_clk, w_rst_n,     
    input [DATA_SIZE-1:0] w_data,
    input r_en, r_clk, r_rst_n,        
    output [DATA_SIZE-1:0] r_data,
    output full,
	output empty
    );
wire [ADDR_SIZE-1:0] w_addr, r_addr;
wire [ADDR_SIZE:0] w_ptr, r_ptr;
reg  [ADDR_SIZE:0] w_ptr_1, r_ptr_1;
reg [ADDR_SIZE:0] r_ptr_sync, w_ptr_sync;
reg [DATA_SIZE-1:0] mem [0:1<<ADDR_SIZE-1];
assign r_data = mem[r_addr];
always @(posedge w_clk)
if (w_en && !full) mem[w_addr] <= w_data;
read_pointer #(.ADDR_SIZE(4)) 
    read_pointer_inst(  
            .w_ptr(w_ptr_sync),
	        .r_en(r_en), 
            .r_clk(r_clk),
            .r_rst_n(r_rst_n),
            .empty(empty),
	        .r_addr(r_addr),
	        .r_ptr(r_ptr)
);
 always@(posedge r_clk or negedge r_rst_n) begin
    if (!r_rst_n) begin
        r_ptr_1     <= 0;
        r_ptr_sync  <= 0;
    end 
    else begin
        r_ptr_1     <= r_ptr;
        r_ptr_sync  <= r_ptr_1;
    end
    end
write_pointer #(.ADDR_SIZE(4)) write_pointer_inst
(
    .full(full),
    .w_addr(w_addr),
    .w_ptr(w_ptr),
    .r_ptr(r_ptr_sync),
    .w_en(w_en),
    .wclk(w_clk),
    .w_rst_n(w_rst_n)
);
always@(posedge w_clk or negedge w_rst_n) begin
    if (!w_rst_n) begin
        w_ptr_1     <= 0;
        w_ptr_sync  <= 0;
    end 
    else begin
        w_ptr_1     <= w_ptr;
        w_ptr_sync  <= w_ptr_1;
    end
end
endmodule
module gray_to_bin #(parameter WIDTH = 4) (
    input [WIDTH-1:0] gray,
    output reg [WIDTH-1:0] bin
);
    integer i;
    always @* begin
        bin[WIDTH-1] = gray[WIDTH-1];  
        for (i = WIDTH-2; i >= 0; i = i - 1) begin
            bin[i] = bin[i+1] ^ gray[i];
        end
    end
endmodule
module bin_to_gray #(parameter WIDTH = 4) (
    input [WIDTH-1:0] bin,
    output [WIDTH-1:0] gray
);
    assign gray = (bin >> 1) ^ bin;
endmodule
module read_pointer #(parameter ADDR_SIZE = 4)
(  
    input [ADDR_SIZE :0] w_ptr,
	input r_en, r_clk, r_rst_n,
    output reg empty,
	output [ADDR_SIZE-1:0] r_addr,
	output reg [ADDR_SIZE :0] r_ptr
);
reg [ADDR_SIZE:0] rbin;
wire [ADDR_SIZE:0] gray_next, bin_next;
assign bin_next = rbin + (~empty & r_en);     
bin_to_gray #(ADDR_SIZE+1) bin2gray (
    .bin(bin_next),
    .gray(gray_next)
); 
always @(posedge r_clk or negedge r_rst_n) begin
    if (!r_rst_n) begin
        rbin <= 0;
        r_ptr <= 0;
    end else begin
        rbin <= bin_next;
        r_ptr <= gray_next;
    end
end
assign r_addr = rbin[ADDR_SIZE-1:0];
wire empty_temp;
assign empty_temp = (gray_next == w_ptr);
always @(posedge r_clk or negedge r_rst_n) begin
    if (!r_rst_n) begin
        empty <= 1'b1;
    end else begin
        empty <= empty_temp;
    end
end
endmodule
module top #(parameter DATA_SIZE = 8, parameter ADDR_SIZE = 4) (
    input w_clk, r_clk, w_rst_n, r_rst_n,
    input w_en, r_en,
    output [DATA_SIZE-1:0] r_data
);
    wire full, empty;
    wire [DATA_SIZE-1:0] fifo_r_data;
    reg [DATA_SIZE-1:0] w_data;
    integer i, j;
    FIFO #(.DATA_SIZE(DATA_SIZE), .ADDR_SIZE(ADDR_SIZE)) fifo_inst (
        .w_en(w_en),
        .w_clk(w_clk),
        .w_rst_n(w_rst_n),
        .w_data(w_data),
        .r_en(r_en),
        .r_clk(r_clk),
        .r_rst_n(r_rst_n),
        .r_data(fifo_r_data),
        .full(full),
        .empty(empty)
    );
    reg [DATA_SIZE-1:0] send_ram [0:DATA_SIZE-1];
    reg [DATA_SIZE-1:0] recv_ram [0:DATA_SIZE-1];
    initial begin
        for (i = 0; i < (DATA_SIZE); i = i + 1) begin
            send_ram[i] = i;  
        end
    end
    initial begin
        for (j = 0; j < (DATA_SIZE); j = j + 1) begin
            recv_ram[j] = 0;
        end
    end
    reg [DATA_SIZE-1:0] write_pointer;
    always @(posedge w_clk or negedge w_rst_n) begin
        if (!w_rst_n)
            write_pointer <= 0;
        else if (w_en && !full) begin
            w_data <= send_ram[write_pointer];
            write_pointer <= write_pointer + 1'b1;
        end
    end
    reg [DATA_SIZE-1:0] read_pointer;
    always @(posedge r_clk or negedge r_rst_n) begin
        if (!r_rst_n)
            read_pointer <= 0;
        else if (r_en && !empty) begin
            recv_ram[read_pointer] <= fifo_r_data;
            read_pointer <= read_pointer + 1'b1;
        end
    end
    assign r_data = fifo_r_data;
endmodule
module write_pointer #(parameter ADDR_SIZE = 4)
(
    output reg full,
    output [ADDR_SIZE-1:0] w_addr,
    output reg [ADDR_SIZE:0] w_ptr,
    input [ADDR_SIZE:0] r_ptr,
    input w_en,
    input wclk,
    input w_rst_n
);
    reg [ADDR_SIZE:0] bin;
    wire [ADDR_SIZE:0] gray_next, bin_next;
    bin_to_gray #(ADDR_SIZE+1) bin2gray (
        .bin(bin_next),
        .gray(gray_next)
    );
    assign bin_next = bin + (w_en & ~full);
    always @(posedge wclk or negedge w_rst_n) begin
        if (!w_rst_n) begin
            bin <= 0;
            w_ptr <= 0;
        end else begin
            bin <= bin_next;
            w_ptr <= gray_next;
        end
    end
    assign w_addr = bin[ADDR_SIZE-1:0];
    always @(posedge wclk or negedge w_rst_n) begin
        if (!w_rst_n) begin
            full <= 1'b0;
        end else begin
            full <= (gray_next == {~r_ptr[ADDR_SIZE:ADDR_SIZE-1], r_ptr[ADDR_SIZE-2:0]});
        end
    end
endmodule
File: design/flow/run.sh
#!/bin/bash
# OpenROAD 26Q1-2900-gdf79404cd8, Yosys 0.63+post, stock flow scripts
make -C /OpenROAD-flow-scripts/flow DESIGN_CONFIG=/design/flow/config.mk WORK_HOME=/design/flow/orfs finish
File: design/flow/config.mk
export PLATFORM = sky130hd
export DESIGN_NAME = top
export DESIGN_NICKNAME = top
export VERILOG_FILES = /design/flow/design.v
export SDC_FILE = /design/flow/constraint.sdc
export NUM_CORES = 4
export LEC_CHECK = 1
export CORE_UTILIZATION = 50
File: design/flow/constraint.sdc
current_design top

set clk_period 1.9
set clk_io_pct 0.2

create_clock -name clk0 -period $clk_period [get_ports {r_clk}]
create_clock -name clk1 -period $clk_period [get_ports {w_clk}]

set non_clock_inputs [all_inputs -no_clocks]
set_input_delay [expr $clk_period * $clk_io_pct] -clock clk0 $non_clock_inputs
set_output_delay [expr $clk_period * $clk_io_pct] -clock clk0 [all_outputs]
==> insert_results.sql <==
-- generated from flow reports
INSERT INTO impl_metrics (metric_group, metric, value, unit) VALUES
('logic_synthesis', 'post_synth_num_cell_types', '30', ''),
('floorplan', 'die_area', '5960', 'µm²'),
('logic_synthesis', 'netlist.top_cell.by_instances', 'dfrtp_1', ''),
('floorplan', 'die.size.y', '77.2', 'µm'),
('logic_synthesis', 'cell_type_with_the_largest_total_area_after_synthesis', 'dfrtp_1', ''),
('job', 'max_cap_violations', '0', ''),
('critical_path', 'end_kind', 'flop', ''),
('power', 'cellPowerDensity', '1740', 'nW/µm²'),
('timing', 'timing.final.setup_violations', '4', ''),
('global_routing', 'first_global_vias', '1523', ''),
('placement', 'finalWeightedCongestion', '0.833', ''),
('logic_synthesis', 'yosys_register_bits', '73', ''),
('placement', 'placedCellCount', '280', ''),
('critical_path', 'critical_path_cell_by_cell', 'clkdlybuf4s50_1 -> nor2b_2 -> ha_2 -> ha_4 -> xor2_2 -> xor2_1 -> or3_1 -> a221oi_2', ''),
('logic_synthesis', 'synth_area', '2830', 'µm²'),
('critical_path', 'cp_data_arrival_time', '2240', 'ps'),
('detailed_routing', 'remaining_drc_errors', '0', ''),
('logic_synthesis', 'synth-async-reset-ratio', '58.9', '%'),
('floorplan', 'core-area', '5470', 'µm²'),
('placement', 'detailed_place_hpwl', '3190', 'µm'),
('critical_path', 'crit-reg2reg-launch', 'fifo_inst.read_pointer_inst.rbin[0]$_DFF_PN0_', ''),
('floorplan', 'dieWidth', '77.2', 'µm'),
('global_routing', 'wire_length_of_the_first_global_routing_pass', '7150', 'µm'),
('detailed_routing', 'drt_first_iter_violations', '46', ''),
('final_layout', 'fraction_of_final_layout_cells_sized_beyond_drive_strength_1', '31.1', '%'),
('global_routing', 'grt_remaining_overflow', '0', ''),
('final_layout', 'fin_cells', '297', ''),
('floorplan', 'ios', '14', ''),
('detailed_routing', 'drt-pass1-iter-count', '4', ''),
('placement', 'io_buffer_count', '7', ''),
('timing', 'final.setup_skew', '7.38', 'ps'),
('final_layout', 'filler_cell_count', '407', ''),
('power', 'power.leakage', '1.38', 'nW'),
('logic_synthesis', 'yosys.stat.chipArea', '2830', 'µm²'),
('critical_path', 'start_kind', 'input pin', ''),
('timing', 'finalMaxSlewViolations', '0', ''),
('job', 'log.warning_count', '30', ''),
('timing', 'setup_ws', '-175', 'ps'),
('timing', 'setup_total_negative_slack', '-667', 'ps'),
('global_routing', 'grt_start_max_net_pins', '24', ''),
('clock_network', 'clkSlewWorstSetupHoldPaths', '70', 'ps'),
('logic_synthesis', 'ys_warn_count', '5', ''),
('detailed_routing', 'routed-via-count', '1471', ''),
('critical_path', 'worst_path_max_delay_cell', 'clkdlybuf4s50_1', ''),
('final_layout', 'area_growth', '20.7', '%'),
('critical_path', 'regToRegEndpoint', 'fifo_inst.read_pointer_inst.empty$_DFF_PN1_', ''),
('critical_path', 'crit_buf_inv', '1', ''),
('logic_synthesis', 'synth_seq_share', '69.9', '%'),
('logic_synthesis', 'post_synth.cell_area_avg', '15.5', 'µm²'),
('detailed_routing', 'via_per_inst', '4.95', ''),
('run_status', 'violations', 'negative setup slack', ''),
('clock_network', 'post_cts_hold_buffer_count', '0', ''),
('logic_synthesis', 'ys_cells', '182', ''),
('run_status', 'status', 'complete, but fails checks', ''),
('critical_path', 'length_in_cells_of_the_worst_reg_to_reg_path', '7', ''),
('critical_path', 'worst-path-stages', '8', ''),
('hold_path', 'hold_path.class', 'flop to flop', ''),
('critical_path', 'slowest_delay', '390', 'ps'),
('critical_path', 'timing.critical_path.required', '2070', 'ps'),
('detailed_routing', 'wl', '4380', 'µm'),
('placement', 'pre_cts_slack', '-491', 'ps'),
('hold_path', 'worst_case_hold_path_end_point', 'fifo_inst.r_ptr_1[1]$_DFF_PN0_', ''),
('detailed_routing', 'detail_route.wl_per_cell', '14.7', 'µm'),
('logic_synthesis', 'synth_top_flop_cell', 'dfrtp_1', ''),
('critical_path', 'timing.setup.critical_path_class', 'input pin to flop', ''),
('floorplan', 'placementRows', '27', ''),
('clock_network', 'tritoncts', 'done', ''),
('floorplan', 'core_util_floorplan', '51.7', '%'),
('detailed_routing', 'antenna-diode-count', '0', ''),
('hold_path', 'hold_path_depth', '0', ''),
('global_routing', 'gr-usage-all-layers', '17.2', '%');
-- worst max path at each step --
| stage | slack [ps] | end | startpoint |
|---|---|---|---|
| after CTS | -230 | r_data[1] | fifo_inst.read_pointer_inst.rbin[0]$_DFF_PN0_ |
| after global routing | -270 | r_data[1] | fifo_inst.read_pointer_inst.rbin[0]$_DFF_PN0_ |
| final | -180 | fifo_inst.read_pointer_inst.empty$_DFF_PN1_ | r_en |
-- logic make-up (layout without fill, tap and decap cells) --
logic type,count (synthesis),after routing,synth area share (%)
adders and majority gates,6,6,2.65
AOI/OAI and AO/OA,10,10,3.05
buffers and inverters,14,53,2.92
and+or+nand+nor,43,43,7.61
xor gates and xnor gates,26,26,9.07
other,1,5,0.133
muxes,9,9,4.64
DFF,73,73,69.9
-- metrics by stage --
step	util, %	total power (W)	hold slack [ps]	instance area, µm²
after floorplan	-	0.00399	84.4	2890
after global placement	58.2	0.00480	333	3190
after detailed placement	58.2	0.00485	335	3190
after CTS	61.5	0.00589	352	3360
after global routing	62.4	0.00634	355	3410
final	62.4	0.00594	350	3410
-- layer usage --
metal | wire length [µm] | track usage [%] | vias up | share of wire [%]
met5 | 0 | 0 | - | 0
met2 | 2030 | 24.8 | 44 | 46
li1 | - | - | 703 | -
met4 | 51 | 3.02 | 0 | 1.2
met3 | 336 | 7.01 | 7 | 7.7
met1 | 1960 | 27.7 | 717 | 45
-- layout by cell type, fill, tap and decap left out, drive strengths merged --
| cell type | synthesis | layout |
|---|---|---|
| a21boi | 2 | 2 |
| a221oi | 2 | 2 |
| and2 | 1 | 1 |
| and3 | 1 | 1 |
| buf | 10 | 33 |
| clkbuf | 0 | 9 |
| clkdlybuf4s50 | 0 | 3 |
| clkinv | 0 | 2 |
| conb | 1 | 5 |
| dfrtp | 42 | 42 |
| dfstp | 1 | 1 |
| dlygate4sd2 | 0 | 1 |
| edfxtp | 30 | 30 |
| ha | 6 | 6 |
| inv | 4 | 5 |
| mux2 | 3 | 3 |
| mux2i | 3 | 3 |
| mux4 | 3 | 3 |
| nand2 | 10 | 10 |
| nand2b | 3 | 3 |
| nand3 | 10 | 10 |
| nor2 | 8 | 8 |
| nor2b | 1 | 1 |
| nor3 | 3 | 3 |
| o21ai | 3 | 3 |
| o221ai | 3 | 3 |
| or2b | 1 | 1 |
| or3 | 5 | 5 |
| xnor2 | 9 | 9 |
| xnor3 | 1 | 1 |
| xor2 | 15 | 15 |
| xor3 | 1 | 1 |
-- where the power goes --
group          leakage [nW]  internal (W)  total (W)  switching [W]
registers             0.779       0.00225    0.00267       0.000412
clock network        0.0724      0.000440   0.000906       0.000466
logic                 0.531       0.00132    0.00236        0.00104
-- flip-flops by register name, summed over array words and instances (netlist names) --
name / cells
fifo_inst.mem: 27
fifo_inst.r_ptr_1: 5
fifo_inst.r_ptr_sync: 5
fifo_inst.read_pointer_inst.empty: 1
fifo_inst.read_pointer_inst.r_ptr: 5
fifo_inst.read_pointer_inst.rbin: 4
fifo_inst.w_ptr_1: 5
fifo_inst.w_ptr_sync: 5
fifo_inst.write_pointer_inst.bin: 4
fifo_inst.write_pointer_inst.full: 1
fifo_inst.write_pointer_inst.w_ptr: 5
w_data: 3
write_pointer: 3
-- area by class of cell --
cell class | count | area (µm²) | area share [%]
repair buffers | 37 | 295 | 8.65
flip-flops and latches | 73 | 1980 | 58.0
clock buffers | 9 | 124 | 3.63
multi-input cells | 99 | 892 | 26.1
inverters | 4 | 17.5 | 0.513
clock inverters | 3 | 16.3 | 0.476
well taps | 72 | 90.1 | 2.64
-- repair_timing --
| action | 4_1_cts | 5_1_grt |
|---|---|---|
| endpoints found under the setup margin | 6 | 5 |
| gates resized | 23 | 4 |
| setup buffers | 2 | 3 |
| pin swaps | 10 | 7 |
| cloned | 0 | 0 |
Power is estimated from default activity; no workload was simulated.
